<file path="flow/design.v">
module serial_rx(
    input reset,
    input clk,
    input rx,
    output [7:0]rxbyte,
    output ready
);
parameter RCONST =  208;  
reg [8:0]shift_reg = 0;      
reg [7:0]cnt = 0;            
reg recv_edge = 1'b0;
reg RDY = 1'b1;
wire RXMx = (RDY)? rx : shift_reg[0];
wire RSTT = ({RDY, RXMx} == 2'b11)? 1'b1 : 1'b0;
wire recv_edge_t = (cnt == ((RCONST/2) - 1));
wire recv_time = (cnt == RCONST);
assign rxbyte = shift_reg[7:0];
assign ready = RSTT & recv_edge;
always@(posedge clk or posedge reset) begin
    if(reset)
       recv_edge <= 1'b0;
    else
       recv_edge <= recv_edge_t;
end
always@(posedge recv_edge or posedge reset) begin
    if(reset) begin
        shift_reg <= 0;
        RDY <= 1'b1;
    end else begin
      RDY <= RXMx;
      if(RDY) 
          shift_reg <= 9'b1_0000_0000;
      else
          shift_reg[8:0] <= {rx|RDY, shift_reg[8:1]};
    end
end
always@(posedge clk or posedge reset) begin
    if(reset)
        cnt <= 0;
    else
        cnt <= (recv_time | RSTT)? 0 : (cnt + 1'b1);    
end
endmodule
module serial_tx(
    input reset, 
    input clk,
    input [7:0]sbyte,
    input send,
    output tx,
    output busy
    );
parameter RCONST = 209;  
reg [9:0]send_reg = 10'b1_11111111_1;
reg [7:0]send_cnt = 0;
wire send_time = (send_cnt == RCONST);
assign tx = send_reg[0];
wire   [7:0]equ  = {8{send_reg[9]}} ^ send_reg[8:1];
wire   bsy = !(|equ);
assign busy = |equ;
always@(posedge clk or posedge reset) begin
     if(reset)
       send_cnt <= 0;
     else
       send_cnt <= (send_time | send)? 0 : (send_cnt + 1'b1); 
end
always@(posedge clk or posedge reset)
begin
  if(reset)
    send_reg[9:0] <= 10'b1_11111111_1; 
  else begin
      if(send | send_time) begin 
            send_reg[8:1] <= (send)? sbyte : send_reg[9:2];
            send_reg[0] <= (send)? 1'b0 : send_reg[1]|bsy;
      end
      if(send) begin
            send_reg[9] <= !sbyte[7];
      end
  end
end
endmodule 
</file>
<file path="flow/run.sh">
#!/bin/bash
# OpenROAD 26Q1-2900-gdf79404cd8, Yosys 0.63+post, stock flow scripts
make -C /OpenROAD-flow-scripts/flow DESIGN_CONFIG=/design/flow/config.mk WORK_HOME=/design/flow/orfs finish
</file>
<file path="flow/config.mk">
export PLATFORM = sky130hd
export DESIGN_NAME = serial_tx
export DESIGN_NICKNAME = serial_tx
export VERILOG_FILES = /design/flow/design.v
export SDC_FILE = /design/flow/constraint.sdc
export NUM_CORES = 4
export LEC_CHECK = 1
export CORE_AREA = 10 10 105 105
export DIE_AREA = 0 0 115 115
</file>
<file path="flow/constraint.sdc">
current_design serial_tx

set clk_period 3.3
set clk_io_pct 0.2

create_clock -name clk0 -period $clk_period [get_ports {clk}]

set non_clock_inputs [all_inputs -no_clocks]
set_input_delay [expr $clk_period * $clk_io_pct] -clock clk0 $non_clock_inputs
set_output_delay [expr $clk_period * $clk_io_pct] -clock clk0 [all_outputs]
</file>
==> changes_impl.md <==
### Physical design

- F_max: 394 MHz
- Port bufs: 12
- Crit. Startpoint: send_reg[4]$_DFFE_PP1N_
- Final Slew Violations: 0
- Die width: 115 um
- Placer Congestion: 0.773
- Iter 0 DRT Violations: 42
- Postcts setup bufs: 0
- Tcrit/Tclk final: 0.769
- Final Non-Filler Cells: 215
- Vias after detailed routing: 782
- Grt met2 use: 0.0529
- Clock power share: 0.368
- Sequential Area: 463 um2
- Cell variety after synth: 34
- YS warnings: 1
- Cell total in the yosys stat output: 96
- Outcome: finished clean
- Final Critical Period: 2540 ps
- Global Route met3 Usage: 0.0142
- GRT Total Usage: 0.0372
- Crit path launch type: register
- Chip height: 115 um
- Placed Cells: 211
- Filler cell count: 979
- Initial antenna violation count: 0
- Post-Route WL: 2410 um
- Switching Power: 0.000119 W
- GRT Max-Usage Layer: met1
- Share of layout cells above drive strength 1: 0.206
- Max FFs per register: 10
- Logic area: 482 um2
- HPWL Detailed: 1780 um
- Crit-path max FO: 3
- Yosys stat area: 0.00100 mm2
- Largest net degree at the start of global routing: 21
- Hold Fails Final Rpt: 0
- Die area: 0.0132 mm2
- Num Clock Sinks: 18
- GRT overflow: 0
- Num CTS Buffers: 3
- Layout area overhead: 27.1%
- Relative slew slack: 0.527
- Antenna Cells: 0
- Power Dens Cells: 390 mW/mm2
- CP Class: reg -> out
- Data arrival, critical path: 1880 ps
- Clk pin slew, worst setup/hold paths: 70 ps
- Log Warnings: 26
- Worst hold path type: reg -> reg
- RSZ-0062 raised after global routing: no
- Vias per cell: 3.64
- Number of H-tree levels: 1
- Total power: 0.000496 W
- Sequential fraction of the synthesis area: 0.462
- Met1 GRT Util: 0.0535
- Seq pwr share: 0.508
- Pre-Place Util: 0.114
- Synthesized area: 0.00100 mm2
- WL/cell: 11.2 um
- Clk_skew: 4.20 ps
- Mapped Avg Cell Area: 10.4 um2
- CP endpoint kind: primary output
- Post_cts resized: 0
- Num rows: 34
- Worst slew pin tran: 709 ps
- Pint: 0.000378 W
- HP Start: send_cnt[0]$_DFF_PP0_
- Router iterations before antenna repair: 4
- Setup violations, final: 0
- CTS tree: done
- Worst R2R Setup Slack: 1700 ps
- Flops & latches, synth: 18
- Latency at later pin: 260 ps
- Post-route ant nets: 0
- CTS Buffer Depth: 2
- Sw Share: 0.239
- Maximum Capacitance Violations: 0
- Vias in the first global route: 776
- CTS Hold Bufs: 0
- Clock root buffer: clkbuf_8
- LEAKAGE: 0.444 nW
- IO Pins: 13
- Critical Path RT: 2640 ps
- Reg2reg start: send_cnt[1]$_DFF_PP0_
- Core Util, Final: 0.145
- Maximum vdd drop: 0.000115 V
- Comb pwr share: 0.125
- DR DRC count: 0
- Final setup TNS: 0 ps
- Placeable Area: 0.00876 mm2
- First-pass GRT wire length: 4000 um
- Mapped Cells: 96
## power groups by stage
stage                 registers (W)  logic (W)  clock network (W)
after CTS                  0.000252  0.0000628           0.000186
after global routing       0.000255  0.0000686           0.000200
final                      0.000252  0.0000618           0.000182
## layer usage
metal	vias up	routed length [um]
met2	19	1100
li1	377	-
met4	0	19
met5	-	0
met3	2	173
met1	384	1110
## layout by cell type (no fill, tap or decap), drive strengths merged, types with 2 or more instances in the layout
master / Yosys / routed
a21oi: 6 / 6
a221o: 7 / 7
clkbuf: 1 / 4
clkdlybuf4s50: 0 / 12
dfrtp: 8 / 8
dfstp: 10 / 10
ha: 2 / 2
inv: 5 / 5
nand2: 4 / 4
nand2b: 2 / 2
nand3: 5 / 5
nand4: 3 / 3
nor2: 9 / 9
nor2b: 4 / 4
nor3: 4 / 4
o21ai: 5 / 5
or3: 3 / 3
or4: 2 / 2
xor2: 2 / 2
## final cells by class
type                            count  area share
Timing Repair Buffer               12      0.0943
Inverter                            5      0.0147
Multi-Input combinational cell     68       0.378
Tap cell                          108       0.106
Sequential cell                    18       0.363
Clock buffer                        4      0.0432
## synthesized netlist by cell type, drive strengths merged
master / instances / area share
dfstp: 10 / 0.26
nor2: 9 / 0.041
dfrtp: 8 / 0.20
a221o: 7 / 0.074
a21oi: 6 / 0.030
inv: 5 / 0.019
nand3: 5 / 0.025
o21ai: 5 / 0.036
buf: 4 / 0.035
nand2: 4 / 0.015
nor2b: 4 / 0.025
nor3: 4 / 0.020
nand4: 3 / 0.019
or3: 3 / 0.019
ha: 2 / 0.025
nand2b: 2 / 0.012
or4: 2 / 0.015
xor2: 2 / 0.017
a211oi: 1 / 0.0075
and4: 1 / 0.0087
and4b: 1 / 0.010
clkbuf: 1 / 0.0037
nand4b: 1 / 0.0087
nor3b: 1 / 0.019
nor4: 1 / 0.012
o211ai: 1 / 0.012
o221a: 1 / 0.011
or3b: 1 / 0.0087
xnor2: 1 / 0.0087
## critical path: stages, from the launching register on
cell and delay [ps]:
dfstp_2 380, or4_1 570, nor3_1 200, nor2_1 60, clkdlybuf4s50_1 410
## final timing paths
path / endpoint / depth (start not counted)
worst max-delay path: busy / 4
worst min-delay path: send_cnt[0]$_DFF_PP0_ / 1
worst max register to register: send_cnt[2]$_DFF_PP0_ / 5
worst min register to register: send_cnt[0]$_DFF_PP0_ / 1
max in group asynchronous: send_cnt[2]$_DFF_PP0_ / 2
min in group asynchronous: send_cnt[1]$_DFF_PP0_ / 2
## logic make-up after synthesis
kind of cell	Yosys count	share of synthesized area
and+or+nand+nor	42	0.258
buffers and inverters	10	0.0574
xor gates and xnor gates	3	0.0262
adders and majority gates	2	0.0250
DFF	18	0.462
AOI/OAI and AO/OA	21	0.171
## per-stage QoR
| stage | setup slack [ps] | hold slack [ps] | area (um2) |
|---|---|---|---|
| 3_3_place_gp | 995 | 478 | 1220 |
| 2_1_floorplan | 1540 | 458 | 1000 |
| 3_5_place_dp | 977 | 488 | 1220 |
| 4_1_cts | 757 | 497 | 1270 |
| 5_1_grt | 641 | 520 | 1270 |
| 6_report | 761 | 491 | 1270 |
No activity file was given, so power comes from the tool's default toggle rates.
